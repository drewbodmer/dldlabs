`run.sh`:
```
#!/bin/bash
# OpenROAD 26Q1-2900-gdf79404cd8, Yosys 0.63+post, stock flow scripts
make -C /OpenROAD-flow-scripts/flow DESIGN_CONFIG=/design/flow/config.mk WORK_HOME=/design/flow/orfs finish
```
`config.mk`:
```
export PLATFORM = sky130hd
export DESIGN_NAME = pcreg
export DESIGN_NICKNAME = pcreg
export VERILOG_FILES = /design/flow/design.v
export SDC_FILE = /design/flow/constraint.sdc
export NUM_CORES = 4
export LEC_CHECK = 1
export CORE_AREA = 10 10 70 70
export DIE_AREA = 0 0 80 80
```
`constraint.sdc`:
```
current_design pcreg

set clk_period 3.3
set clk_io_pct 0.2

create_clock -name clk0 -period $clk_period [get_ports {pb_clk_debounced}]

set non_clock_inputs [all_inputs -no_clocks]
set_input_delay [expr $clk_period * $clk_io_pct] -clock clk0 $non_clock_inputs
set_output_delay [expr $clk_period * $clk_io_pct] -clock clk0 [all_outputs]
```
`design.v`:
```
`timescale 1ns / 1ps
module pcreg(input pb_clk_debounced, input right_pb_rst_general, input[7:0] immediate, input take_branch, output reg [7:0] pc);
    always @(posedge pb_clk_debounced, posedge right_pb_rst_general) begin
        if (right_pb_rst_general)
            pc = 8'b00000000;
        else if (take_branch)
            pc = pc + immediate;
        else
            pc = pc + 1;
    end
endmodule
```
==> Changelog: implementation <==
### Metrics

- Post-Syn Area: 550.5 um2
- CTS Hold Bufs: 0
- Setup repair after global routing missed its margin: false
- Cell count after placement: 120
- DR vias: 449
- Library cells used by synthesis: 23
- Chip area: 0.006400 mm2
- Crit path kind: in2reg
- Clk root buf: clkbuf_4
- Warnings from Yosys: 1
- # Post-CTS Setup Buffers: 0
- Area growth from synthesis to layout: 47.27%
- Filler cells: 374
- Post-DRT Antenna Nets: 0
- Initial DRC Count: 18
- Least-Margin Pin Slew: 0.3211 ns
- Setup_tns: 0 ns
- Tmin final: 2.488 ns
- Synth flops: 8
- Largest register FFs: 8
- DIE HEIGHT: 80 um
- Boundary Pins: 19
- I/O Buffers: 18
- Non-Filler Instances: 123
- Clock skew: 0.0007476 ns
- Core Area: 0.003416 mm2
- Drt total wl: 1362 um
- Final estimated routing congestion in global placement: 0.7932
- Clock sink total: 8
- First-pass GRT wire length: 2166 um
- Antenna cells: 0
- Grt total ovfl: 0
- Residual DRC count: 0
- Die extent in x: 80 um
- Peak VDD IR: 172.9 uV
- Post-cts resize count: 0
- Req. time, crit path: 3.49 ns
- Tool Warnings: 25
- Share of cells above drive strength 1: 5.195%
- # Cells Yosys: 56
- Comb area: 327.8 um2
- Synthesized area per cell: 9.831 um2
- Clock latency on the worst-skew pair: 0.25 ns
- Worst-case clock buffer depth: 2
- CTS tree: yes
- Largest net degree at the start of global routing: 9
- FP Util: 16.12%
- Sequential fraction of the synthesis area: 36.36%
- Floorplan row count: 21
- Worst Path Arrival: 2.67 ns
- Vias in the first global route: 452
- Fmax: 0.4019 GHz
- Number of H-tree levels: 1
- Reg area: 200.2 um2
- CP max FO: 8
- Setup crit start kind: primary input
- DRT Pass-1 Iters: 6
- EDFF count, synth: 0
- LEAKAGE: 0.3575 nW
- Predominant post-synthesis flop cell: dfrtp_1
- Worst slew margin: 78.57%
- Pins Over Slew Limit: 0
- Clock slew at reported path FFs: 0.05 ns
- Status: finished, final reports clean
- Max Cap Violations: 0
- Initial antenna violation count: 0
- Power per Cell Area: 772.7 mW/mm2
- Post-synth ARST share: 100.0%
- Via density: 3.650
- Final count of hold timing violations: 0
- HP Class: reg2reg
- Chip area in the Yosys report: 550.5 um2
- Post-DP HPWL: 1142 um
- GRT Total Usage: 4.291%
- CTS buffer count: 3
- Period utilization: 75.40%
- Synthesized instance count: 56
- CP endpoint kind: register
- # setup viols final: 0
- WL per Instance: 11.07 um
[power breakdown]
group	total [mW]	switching, mW	internal (mW)	leakage (nW)
clock	0.0739	0.0324	0.0416	0.0138
sequential	0.186	0.0323	0.153	0.0925
combinational	0.367	0.149	0.218	0.251
total	0.626	0.214	0.413	0.357
[metal layers]
layer  part of all wire (%)  global-route usage, %  up-vias
li1                       -                      -      238
met1                     49                  6.106      196
met2                     39                  5.538       15
met3                     12                  2.841        0
met4                      0                      0        0
met5                      0                      0        -
[logic make-up (layout without fill, tap and decap cells)]
group           after synthesis  count (layout)  share of synthesized area, %
simple gates                 18              18                         19.77
compound gates               11              11                         12.27
fa+ha+maj                     8               8                         19.54
flops                         8               8                         36.36
buf+inv                       6              27                         4.091
xor+xnor                      5               5                         7.954
[cell usage in the layout, fill, tap and decap left out]
cell type	n
a21oi_1	5
ha_1	7
nand2b_1	1
or4_1	1
fa_1	1
nand2_1	3
inv_1	6
o31a_1	1
a31oi_1	1
xnor2_1	4
o21a_1	1
and3b_1	1
xor2_1	1
nand3_1	3
o21ai_0	1
o211ai_1	1
nor2b_4	1
nor2_1	1
and2_1	5
clkdlybuf4s50_1	18
clkbuf_4	3
nand4_1	1
nor3_1	1
dfrtp_1	8
a21o_1	1
[critical path, stage by stage]
cell and delay (ns):
clkdlybuf4s50_1 0.62, nand2b_1 0.09, ha_1 0.19, inv_1 0.07, fa_1 0.24, nor2b_4 0.05
o31a_1 0.26, or4_1 0.40, nand3_1 0.09
[cells in the mapped netlist, types with 3 or more instances]
cell,number,area (um2)
dfrtp_1,8,200.2
ha_1,7,87.58
inv_1,6,22.52
a21oi_1,5,25.02
and2_1,5,31.28
xnor2_1,4,35.03
nand2_1,3,11.26
nand3_1,3,15.01
[cell type report]
type | count | share of cell area, %
Clock buffer | 3 | 2.778
Inverter | 6 | 2.778
Multi-Input combinational cell | 42 | 40.43
Sequential cell | 8 | 24.69
Tap cell | 46 | 7.099
Timing Repair Buffer | 18 | 22.22
[path summary, 6_finish.rpt]
check / end / slack (ns) / start / cells after the start
setup / recovery: pc[6] / 0.81 / take_branch / 9
min in group asynchronous: pc[1] / 0.67 / right_pb_rst_general / 2
setup reg to reg: pc[6] / 1.54 / pc[0] / 7
hold reg to reg: pc[0] / 0.52 / pc[0] / 1
max in group asynchronous: pc[3] / 2.39 / right_pb_rst_general / 2
hold / removal: pc[0] / 0.52 / pc[0] / 1
[metrics by stage]
| step | utilization (%) | cell area, um2 | setup WS (ns) | total power, mW | hold slack (ns) |
|---|---|---|---|---|---|
| 2_1_floorplan | - | 550.5 | 1.207 | 0.3976 | 0.4557 |
| 3_3_place_gp | 23.08 | 788.3 | 0.6000 | 0.5556 | 0.5185 |
| 3_5_place_dp | 23.08 | 788.3 | 0.5223 | 0.5582 | 0.5207 |
| 4_1_cts | 23.74 | 810.8 | 0.7802 | 0.6400 | 0.5356 |
| 5_1_grt | 23.74 | 810.8 | 0.6845 | 0.6967 | 0.5601 |
| 6_report | 23.74 | 810.8 | 0.8118 | 0.6265 | 0.5238 |
Power and IR drop assume default switching activity.
