--- design/flow/config.mk ---
export PLATFORM = sky130hd
export DESIGN_NAME = alu
export DESIGN_NICKNAME = alu
export VERILOG_FILES = /design/flow/design.v
export SDC_FILE = /design/flow/constraint.sdc
export NUM_CORES = 4
export LEC_CHECK = 1
export CORE_AREA = 10 10 80 80
export DIE_AREA = 0 0 90 90
--- design/flow/constraint.sdc ---
current_design alu

set clk_period 5.5
set clk_io_pct 0.2

create_clock -name clk0 -period $clk_period

set non_clock_inputs [all_inputs -no_clocks]
set_input_delay [expr $clk_period * $clk_io_pct] -clock clk0 $non_clock_inputs
set_output_delay [expr $clk_period * $clk_io_pct] -clock clk0 [all_outputs]
--- design/flow/design.v ---
`timescale 1ns / 1ps
module reg_file(rst, clk, ReadAddr1, ReadAddr2, WriteAddr, WriteData, RegWrite, ReadData1, ReadData2);
    input rst, clk, RegWrite;
    input [1:0] ReadAddr1, ReadAddr2, WriteAddr;
    input [8:0] WriteData;
    output [8:0] ReadData1, ReadData2;
    reg [8:0] REG_FILE[0:3]; 
    assign ReadData1 = REG_FILE[ReadAddr1];
    assign ReadData2 = REG_FILE[ReadAddr2];
    always@(posedge clk)
        begin
            if(rst) begin
                REG_FILE[0] <= 0;
                REG_FILE[1] <= 0;
                REG_FILE[2] <= 0;
                REG_FILE[3] <= 0;
            end
            else if(RegWrite) begin
                REG_FILE[WriteAddr] <= WriteData;
            end
        end
endmodule
module alu(input1, input2, op, alu_out, ovf, take_branch);
    input [7:0] input1, input2;
    input [2:0] op;
    output reg [7:0] alu_out;
    output reg ovf, take_branch;
    wire [7:0] sum;
    assign sum = input1 + input2;
    always@(*) begin 
        case(op)
            0:      begin alu_out <= sum; ovf <= (~input1[7]&~input2[7]&sum[7])|(input1[7]&input2[7]&~sum[7]); take_branch <= 0; end
            1:      begin alu_out <= ~input2; ovf <= 0; take_branch <= 0; end
            2:      begin alu_out <= input1 & input2; ovf <= 0; take_branch <= 0; end
            3:      begin alu_out <= input1 | input2; ovf <= 0; take_branch <= 0; end
            4:      begin alu_out <= {input1[7], input1[7:1]}; ovf <= 0; take_branch <= 0; end
            5:      begin alu_out <= input1 << input2; ovf <= 0; take_branch <= 0; end
            6:      begin alu_out <= 0; ovf <= 0; take_branch <= (input1 == input2); end
            7:      begin alu_out <= 0; ovf <= 0; take_branch <= (input1 != input2); end
            default:begin alu_out <= 0; ovf <= 0; take_branch <= 0; end   
        endcase
    end
endmodule
--- design/flow/run.sh ---
#!/bin/bash
# OpenROAD 26Q1-2900-gdf79404cd8, Yosys 0.63+post, stock flow scripts
make -C /OpenROAD-flow-scripts/flow DESIGN_CONFIG=/design/flow/config.mk WORK_HOME=/design/flow/orfs finish
==> reports/metrics.yaml <==
run_status:
  outcome: "finished, final reports clean"
synthesis:
  yosysWarnings: 1
  post_synth_instance_area_um2: 1110
  ys_cells: 166
  cell_count_after_synthesis: 166
  synth.avg_cell_area_um2: 6.68
  yosys.cell_types.count: 42
  yosys.stat.chipArea_um2: 1110
  postSynthSeqShare_pct: 0
die:
  die_h_um: 90
  die_area_um2: 8100
  rows: 25
  io_pins: 29
  floorplan.initialDensity_pct: 23.5
  die_w_um: 90
  fp.coreArea_um2: 4720
timing:
  max_slew.worst_pin.slew_ps: 546
  final_hold_viol_count: 0
  timing.hold.ws_ps: 3360
  timing.fmax_ghz: 0.203
  grt_setup_unrepaired: "false"
  timing.final.setup_violations: 0
  period_minus_slack_ps: 4940
  fin_tns_setup_ps: 0
  final_max_slew_viol_count: 0
  worst_rel_slew_slack_pct: 63.3
  final_min_period_over_clock_period_pct: 89.8
cts:
  post-cts-setup-buffers: 0
  cts-resized-gates: 0
  holdBufCountCts: 0
worst_setup_path:
  critical_path_class: "in2out"
  crit_path_max_fanout: 8
  critical_path_required_ps: 4400
  worstSetupStartpointType: "input port"
  worst_ep_arrival_time_ps: 3840
  endpoint_kind: "output port"
worst_hold_path:
  hold_path.class: "in2out"
global_routing:
  vias_in_the_first_global_route: 1296
  globalRoute.totalOverflow: 0
  antenna_violations_before_repair: 0
  grt.total_usage_pct: 9.19
  largest_net_degree_at_the_start_of_global_routing: 18
  grt_first_pass_wirelength_um: 6420
pwr:
  swShare_pct: 48.6
  p_leak_nw: 0.641
  power.share.clock_pct: 0
  power.net_switching_uw: 59.5
  power_frac_seq_pct: 0
  power_frac_comb_pct: 100.0
  power_per_cell_area_nw_per_um2: 81.5
  max-vdd-ir-drop_v: 0.0000193
  p_int_uw: 62.9
route:
  route.vias.total: 1270
  drt_pass1_iterations: 4
  drt_iter0_markers: 101
  routed_wirelength_um: 3750
  antennaDiodeCount: 0
  ant_nets: 0
  drcViolationCount: 0
  vias_per_cell: 4.85
  avgRoutedWirePerCell_um: 14.3
layout:
  post_route_cells_drive_above_1_share_pct: 8.72
  stdcell_count: 262
  flop-count: 0
  most_common_logic_cell_in_the_routed_design: "sky130_fd_sc_hd__clkdlybuf4s50_1"
  register_area_um2: 0
  synthToLayoutAreaGrowth_pct: 35.6
  most-common-layout-cells: "sky130_fd_sc_hd__clkdlybuf4s50_1, sky130_fd_sc_hd__inv_1, sky130_fd_sc_hd__a21oi_1, sky130_fd_sc_hd__nand2_1, sky130_fd_sc_hd__ha_1"
  layout.clock_buffers: 0
placement:
  io_buffer_count: 29
  gp_congestion: 0.899
  place_hpwl_um: 3120
  cell_count_after_placement: 262
run:
  log.warning_count: 40
  max-cap-violations: 0
-- cells by family after synthesis --
logic type               share of synthesized area (%)
XOR/XNOR                                          3.16
adder cells (fa/ha/maj)                           19.9
AND/OR/NAND/NOR                                   24.2
AND-OR/OR-AND                                     33.0
buffers and inverters                             9.37
multiplexers                                      10.5
-- power by group through the flow --
stage | sequential, mW | combinational [mW] | clock, mW
after CTS | 0 | 0.123 | 0
after global routing | 0 | 0.137 | 0
final | 0 | 0.122 | 0
-- final cells by class --
type / instances / area (um^2)
Fill cell: 519 / 3220
Inverter: 21 / 78.8
Multi-Input combinational cell: 139 / 1000
Tap cell: 67 / 83.8
Timing Repair Buffer: 35 / 335
-- synthesized netlist by cell type (2+ instances only) --
library cell | number | area [um^2]
sky130_fd_sc_hd__a22oi_1 | 3 | 22.5
sky130_fd_sc_hd__nand3_1 | 6 | 30.0
sky130_fd_sc_hd__nor3_1 | 4 | 20.0
sky130_fd_sc_hd__nand2b_1 | 2 | 12.5
sky130_fd_sc_hd__o31ai_1 | 2 | 15.0
sky130_fd_sc_hd__a2bb2oi_1 | 3 | 26.3
sky130_fd_sc_hd__o211ai_1 | 3 | 22.5
sky130_fd_sc_hd__nor2b_1 | 3 | 18.8
sky130_fd_sc_hd__inv_1 | 21 | 78.8
sky130_fd_sc_hd__xor2_1 | 3 | 26.3
sky130_fd_sc_hd__o221ai_1 | 2 | 17.5
sky130_fd_sc_hd__nand2_1 | 16 | 60.1
sky130_fd_sc_hd__ha_1 | 16 | 200
sky130_fd_sc_hd__buf_2 | 2 | 10.0
sky130_fd_sc_hd__o21ai_0 | 13 | 65.1
sky130_fd_sc_hd__o311a_2 | 2 | 22.5
sky130_fd_sc_hd__mux2_2 | 3 | 33.8
sky130_fd_sc_hd__o22ai_1 | 3 | 18.8
sky130_fd_sc_hd__nor4_1 | 2 | 12.5
sky130_fd_sc_hd__nor2_1 | 9 | 33.8
sky130_fd_sc_hd__mux2i_1 | 6 | 60.1
sky130_fd_sc_hd__a21oi_1 | 17 | 85.1
sky130_fd_sc_hd__clkbuf_1 | 3 | 11.3
sky130_fd_sc_hd__o21a_1 | 4 | 30.0
-- final timing paths --
| check | start | end | slack [ps] | cells after the start |
|---|---|---|---|---|
| setup / recovery | input2[2] | alu_out[6] | 560 | 9 |
| hold / removal | op[1] | take_branch | 3360 | 4 |
-- stage by stage --
| stage | power [mW] | util [%] | setup WS, ps | cell area (um^2) |
|---|---|---|---|---|
| after floorplan | 0.0686 | - | 1520 | 1110 |
| after global placement | 0.123 | 31.8 | 624 | 1500 |
| after global routing | 0.137 | 31.8 | 420 | 1500 |
| after detailed placement | 0.122 | 31.8 | 572 | 1500 |
| final | 0.122 | 31.8 | 563 | 1500 |
| after CTS | 0.123 | 31.8 | 565 | 1500 |
-- critical path, cell delays in order --
cell,delay [ps]
sky130_fd_sc_hd__clkdlybuf4s50_1,640
sky130_fd_sc_hd__inv_1,180
sky130_fd_sc_hd__ha_1,370
sky130_fd_sc_hd__nor2b_1,170
sky130_fd_sc_hd__o31a_1,250
sky130_fd_sc_hd__o21a_1,180
sky130_fd_sc_hd__or3_1,300
sky130_fd_sc_hd__a31o_2,240
sky130_fd_sc_hd__clkdlybuf4s50_1,410
-- metal layers --
layer,up-vias,track usage [%],wire [um]
met2,28,16.0,1830
met5,-,0,0
met4,0,0.663,14
met1,579,12.3,1760
met3,2,1.17,146
li1,661,-,-
Power and IR drop assume default switching activity.
